===== design.v =====
`timescale 1ns / 1ps
module display_driver(
input show_a,show_new_time,
input [3:0] alarm_time,
input [3:0] current_time,
input [3:0] key,
output reg sound_alarm,
output reg[3:0] display_time
);
reg [3:0]display_value;
parameter ZERO = 8'h30;
parameter ONE = 8'h31;
parameter TWO = 8'h32;
parameter THREE = 8'h33;
parameter FOUR = 8'h34;
parameter FIVE = 8'h35;
parameter SIX = 8'h36;
parameter SEVEN = 8'h37;
parameter EIGHT = 8'h38;
parameter NINE = 8'h39;
parameter ERROR = 8'h3A;
always@(*)
begin
if(show_new_time)
display_value=key;
else if(show_a)
display_value=alarm_time;
else
display_value=current_time;
if(current_time==alarm_time)
sound_alarm=1'b1;
else
sound_alarm=1'b0;
end
always@(display_value)
begin
case(display_value)
4'd0 :display_time =ZERO;
4'd1 :display_time =ONE;
4'd2 :display_time =TWO;
4'd3 :display_time =THREE;
4'd4 :display_time =FOUR;
4'd5 :display_time =FIVE;
4'd6 :display_time =SIX;
4'd7 :display_time =SEVEN;
4'd8 :display_time =EIGHT;
4'd9 :display_time =NINE;
default:display_time=ERROR;
endcase
end
endmodule
`timescale 1ns / 1ps
module lcd_driver(
input [3:0]current_time_ms_hr,current_time_ms_min,current_time_ls_hr,current_time_ls_min,
input [3:0]alarm_time_ms_hr,alarm_time_ms_min,alarm_time_ls_hr,alarm_time_ls_min,key_ms_hr,key_ls_hr,key_ms_min,key_ls_min,
input show_a,show_curretn_time,
output [7:0]display_ms_hr,display_ls_hr,display_ms_min,display_ls_min,
output sound_a
    );
    wire sound_a1,sound_a2,sound_a3,sound_a4;
    assign sound_a = sound_a1 & sound_a2 & sound_a3 & sound_a4;
    display_driver MS_HR(.show_a(show_a),.show_new_time(show_current_time),.alarm_time(alarm_time_ms_hr),.current_time(current_time_ms_hr),.key(key_ms_hr),.sound_alarm(sound_a1),.display_time(display_ms_hr));
    display_driver LS_HR(.show_a(show_a),.show_new_time(show_current_time),.alarm_time(alarm_time_ls_hr),.current_time(current_time_ls_hr),.key(key_ls_hr),.sound_alarm(sound_a2),.display_time(display_ls_hr));
    display_driver MS_MIN(.show_a(show_a),.show_new_time(show_current_time),.alarm_time(alarm_time_ms_min),.current_time(current_time_ms_min),.key(key_ms_min),.sound_alarm(sound_a3),.display_time(display_ms_min));
    display_driver LS_MIN(.show_a(show_a),.show_new_time(show_current_time),.alarm_time(alarm_time_ls_min),.current_time(current_time_ls_min),.key(key_ls_min),.sound_alarm(sound_a4),.display_time(display_ls_min));
endmodule

===== run.sh =====
#!/bin/bash
# OpenROAD 26Q1-2900-gdf79404cd8, Yosys 0.63+post, stock flow scripts
make -C /OpenROAD-flow-scripts/flow DESIGN_CONFIG=/design/flow/config.mk WORK_HOME=/design/flow/orfs finish

===== config.mk =====
export PLATFORM = sky130hd
export DESIGN_NAME = lcd_driver
export DESIGN_NICKNAME = lcd_driver
export VERILOG_FILES = /design/flow/design.v
export SDC_FILE = /design/flow/constraint.sdc
export NUM_CORES = 4
export LEC_CHECK = 1
export CORE_AREA = 10 10 70 70
export DIE_AREA = 0 0 80 80

===== constraint.sdc =====
current_design lcd_driver

set clk_period 2.2
set clk_io_pct 0.2

create_clock -name clk0 -period $clk_period

set non_clock_inputs [all_inputs -no_clocks]
set_input_delay [expr $clk_period * $clk_io_pct] -clock clk0 $non_clock_inputs
set_output_delay [expr $clk_period * $clk_io_pct] -clock clk0 [all_outputs]

==> results_slide.txt <==
Implementation Results

Run status
  – Status: finished clean

Finish
  – Post-Layout Cell Count: 201
  – Final Util: 38.3%
  – # clk buffers: 0
  – Area growth from synthesis to layout: 122%
  – Flip-flops: 0
  – Fill cells: 374
  – Register area: 0 um2
  – Comb. cell area: 558 um2
  – Share of cells above drive strength 1: 24.5%

Timing
  – FMAX: 469 MHz
  – Final min period: 2.13 ns
  – RSZ-0062 raised after global routing: no
  – Post-layout period usage: 97.0%
  – Fin. Hold Viols: 0
  – Max Transition Viols Final: 0
  – Final setup viols: 0

Routing
  – # diodes: 0
  – WL per Instance: 13.8 um
  – 1st-iter DRT viols: 42
  – DRC: 0
  – Routed via count: 818
  – DRT Pass-1 Iters: 2
  – Final WL: 2.78 mm
  – Vias per cell: 4.07
  – Post-detailed-route count of antenna-violating nets: 0

Synthesis
  – Yosys Chip Area: 591 um2
  – Seq share, synth: 0%
  – Ys cells: 85
  – Yosys top cell area share: 23.7%
  – Syn Area/Cell: 6.95 um2
  – Most instantiated cells after synthesis: buf_4, xnor2_1, o21ai_0, a21oi_1
  – Count leader, synth: buf_4
  – Synth cell types: 15
  – Post-synth top area cell: xnor2_1
  – Cell Area, Synth: 591 um2
  – Yosys warnings: 7
  – Synth Instances: 85
  – Cell area leaders: xnor2_1, buf_4, o21ai_0

Floorplanning
  – I/O pins: 83
  – Die H: 80 um
  – Number of core rows: 21
  – Core area: 3420 um2
  – Core Util at FP: 17.3%
  – Chip width: 80 um
  – Die Area: 6400 um2

Clocking
  – Post-cts hold buffer count: 0

GRT
  – All-Layer GR Usage: 7.85%
  – Largest net degree at the start of global routing: 11
  – Initial antenna violation count: 0
  – First-pass GRT wire length: 4.22 mm
  – Congestion Overflow GR: 0
  – Vias in the first global route: 895

Critical path
  – WP data arrival: 1.69 ns
  – CP Launch Type: primary input
  – Worst Setup End Kind: output pin
  – WS Path Type: primary input to output pin
  – Worst EP required: 1.76 ns
  – Worst Path Max Fanout: 2

Placed design
  – Dpl cells: 197
  – PortBufs: 50
  – Final HPWL DP: 2.22 mm
  – Gp weighted congestion: 0.721

Hold path
  – Hold endpoint: sound_a
  – Worst hold path type: primary input to output pin
  – Hold Crit Start: alarm_time_ms_hr[1]
  – Hold path depth: 5

Power
  – Lkg Pwr: 0.669 nW
  – P per Cell Area: 178 nW/um2
  – IR drop worst, VDD: 0.0695 mV

Flow run
  – Log Warnings: 50
  – Maxcap violations: 0
[routing by layer]
layer	part of all wire, %	global-route usage (%)
met1	47	10.6
met2	46	12.9
met3	6.8	2.05
met4	0	0
met5	0	0
[what timing repair did]
item | in CTS | in global routing
endpoints found under the setup margin | 17 | 4
gates resized | 39 | 20
buffers inserted | 4 | 0
pin swaps | 5 | 11
[critical path, cell delays in order]
cell	delay, ns
clkdlybuf4s50_1	0.49
buf_4	0.12
a211oi_2	0.03
a21oi_1	0.12
clkdlybuf4s50_1	0.48
[kinds of logic after synthesis]
| logic type | count (synthesis) | synth area share, % |
|---|---|---|
| xor+xnor | 16 | 23.7 |
| other cells | 1 | 0.635 |
| buf+inv | 19 | 24.4 |
| mux | 8 | 14.4 |
| simple gates | 17 | 14.8 |
| compound gates | 24 | 22.0 |
[worst max path at each step]
stage / startpoint / to / slack [ns] / cells after the start
after CTS: current_time_ms_hr[2] / sound_a / -0.01 / 5
final: current_time_ms_hr[1] / display_ms_hr[1] / 0.07 / 5
after global routing: alarm_time_ms_min[1] / display_ms_min[0] / 0.008 / 5
[where the power goes]
part           internal [mW]  switching, mW  leakage, nW
logic                  0.147         0.0861        0.669
clock network              0              0            0
registers                  0              0            0
total                  0.147         0.0861        0.669
[cell usage in the layout (no fill, tap or decap), types with 7 or more instances in the layout]
cell type        netlist  final
buf_4                 17     21
o21ai_1                0      7
dlymetal6s2s_1         0     11
xnor2_1               16     13
a21oi_1                8      8
clkdlybuf4s50_1        0     18
dlygate4sd2_1          0     20
conb_1                 1     16
[cell type report]
type,instances,area share (%)
multi-input combinational,81,42.6
tap,46,4.40
timing repair buffer,74,53.0
[through the flow]
| step | area, um2 | setup WS [ns] | hold WS, ns | total power, mW | setup TNS, ns |
|---|---|---|---|---|---|
| 2_1_floorplan | 647 | 0.855 | 0.945 | 0.0843 | 0 |
| 3_3_place_gp | 1210 | -0.311 | 1.86 | 0.228 | -2.70 |
| 3_5_place_dp | 1210 | -0.317 | 1.86 | 0.227 | -2.54 |
| 4_1_cts | 1250 | -0.0102 | 1.53 | 0.229 | -0.0102 |
| 5_1_grt | 1310 | 0.00826 | 1.37 | 0.258 | 0 |
| 6_report | 1310 | 0.0668 | 1.32 | 0.233 | 0 |
Power figures rest on the tool's default switching activity, not on a simulated workload.
