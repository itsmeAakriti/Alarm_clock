[/design/flow/config.mk]
export PLATFORM = sky130hd
export DESIGN_NAME = alarm_clock
export DESIGN_NICKNAME = alarm_clock
export VERILOG_FILES = /design/flow/design.v
export SDC_FILE = /design/flow/constraint.sdc
export NUM_CORES = 4
export LEC_CHECK = 1
export CORE_AREA = 10 10 70 70
export DIE_AREA = 0 0 80 80
[/design/flow/run.sh]
#!/bin/bash
# OpenROAD 26Q1-2900-gdf79404cd8, Yosys 0.63+post, stock flow scripts
make -C /OpenROAD-flow-scripts/flow DESIGN_CONFIG=/design/flow/config.mk WORK_HOME=/design/flow/orfs finish
[/design/flow/design.v]
`timescale 1ns / 1ps
module alarm_clock(
input clk,reset,one_second,time_button,alarm_button,
input[3:0]key,
output load_new_a,show_a,show_new_time,load_new_c,shift,reset_count
    );
    reg [2:0]pr_state,nxt_state;
    wire time_out;
    reg [3:0]count1,count2;
     parameter SHOW_TIME       = 3'b000;
     parameter KEY_ENTRY      = 3'b001;
     parameter KEY_STORED     = 3'b010;
     parameter SHOW_ALARM     = 3'b011;
     parameter SET_ALARM_TIME = 3'b100;
     parameter SET_CUR_TIME   = 3'b101;
     parameter KEY_WAITED     = 3'b110;
     parameter NO_KEY         = 10 ;
     always @(posedge clk or posedge reset)
     begin
     if(reset)
     count1<=4'd0;
     else if(!pr_state==KEY_ENTRY)
     count1<=0;
     else if(count1==4'd9)
     count1<=0; 
     else if(one_second)
     count1 <=count1+ 1'b1;
     end
       always @(posedge clk or posedge reset)
        begin
        if(reset)
        count2<=4'd0;
        else if(!pr_state==KEY_WAITED)
        count2<=0;
        else if(count1==4'd9)
        count2<=0; 
        else if(one_second)
        count2 <=count1+ 1'b1;
        end
       always@(posedge clk or posedge reset)
       begin
       if(reset)
       pr_state<=SHOW_TIME;
       else
       pr_state<=nxt_state;
       end
       always@(pr_state or key or alarm_button or time_button or time_out)
       begin
       case(pr_state)
       SHOW_TIME: 
           begin
           if(alarm_button)
           nxt_state=SHOW_ALARM;
           else if(key!=NO_KEY)
           nxt_state=KEY_STORED;
           else
           nxt_state=SHOW_TIME;
           end
       KEY_STORED:
           begin
           nxt_state=KEY_WAITED;
           end
       KEY_WAITED:
           begin
           if(key==NO_KEY)
           nxt_state=KEY_ENTRY;
           else if(time_out==0)
           nxt_state=SHOW_TIME;
           else
           nxt_state=KEY_WAITED;
           end
       KEY_ENTRY:
           begin
           if(alarm_button)
           nxt_state=SET_ALARM_TIME;
           else if(time_button)
           nxt_state=SET_CUR_TIME;
           else if(!time_out)
           nxt_state=SHOW_TIME;
           else if(key!=NO_KEY)
           nxt_state=KEY_STORED;
           else
           nxt_state=KEY_ENTRY;
           end
       SHOW_ALARM:
           begin
           if(!alarm_button)
           nxt_state=SHOW_TIME;
           else
           nxt_state=SHOW_ALARM;
           end
      SET_ALARM_TIME:
           begin
           nxt_state=SHOW_TIME;
           end
      SET_CUR_TIME:
           begin
           nxt_state=SHOW_TIME;
           end
      default:nxt_state=SHOW_TIME;
       endcase
       end
     assign show_new_time=(pr_state==KEY_ENTRY||pr_state==KEY_STORED||pr_state==KEY_WAITED)?1:0;
     assign load_new_a=(pr_state==SET_ALARM_TIME )?1:0;
     assign show_a=(pr_state==SHOW_ALARM)?1:0;
     assign load_new_c=(pr_state==SET_CUR_TIME )?1:0;
     assign reset_count=(pr_state==SET_CUR_TIME )?1:0;
     assign shift=(pr_state==KEY_STORED )?1:0;
endmodule
[/design/flow/constraint.sdc]
current_design alarm_clock

set clk_period 1.8
set clk_io_pct 0.2

create_clock -name clk0 -period $clk_period [get_ports {clk}]

set non_clock_inputs [all_inputs -no_clocks]
set_input_delay [expr $clk_period * $clk_io_pct] -clock clk0 $non_clock_inputs
set_output_delay [expr $clk_period * $clk_io_pct] -clock clk0 [all_outputs]
==> flow_metrics.tcl <==
# metrics dict for downstream scripts
set metrics [dict create \
    drv_cap 0 \
    syn_inst 24 \
    dp_hpwl_um 599.2 \
    yosysWarnings 2 \
    p_leak_nw 0.2070 \
    root_buffer "clkbuf_4" \
    fillers 380 \
    clock_path_buffers 2 \
    cp_top_family "flip-flops" \
    critPathSlowestCell "dfrtp_1" \
    routed_wirelength_um 682 \
    dr.pass1.iters 2 \
    r2r_slack_ns 0.87 \
    fmax_mhz 626.0 \
    rows 21 \
    fp_util_pct 8.938 \
    ir_drop_v 0.0001708 \
    fp.dieH_um 80 \
    hp-class "input port to async pin" \
    top_register "pr_state" \
    cts_sinks 7 \
    synth_stat.cells 24 \
    drtIter0Drc 14 \
    ys_types 16 \
    final_cell_mix "clkdlybuf4s50_1, dfrtp_1, clkbuf_4" \
    grt_start_max_net_pins 8 \
    core_um2 3416 \
    cts_buffers 3 \
    grt_pass1_vias 258 \
    grt_pass1_wl_um 1207 \
    setup_viol 0 \
    critPathKind "register to primary output" \
    place_area_um2 485.5 \
    grt_use_met2_pct 3.451 \
    htree_levels 1 \
    use_met3_pct 2.273 \
    drc_errors 0 \
    endpoint_kind "primary output" \
    cellPowerDensity_nw_per_um2 722.9 \
    flop_area_um2 176.4 \
    syn2layout_area_growth_pct 69.67 \
    worstPathBufferInverterCount 1 \
    synth_area_um2 305.3 \
    ys_seq_share_pct 57.79 \
    skew_ns 0.001811 \
    tightest_slew_ns 0.2611 \
    tns_ns 0 \
    cts_tree "built" \
    hold_viol 0 \
    design_area_um2 518.0 \
    grt_overflow 0 \
    warnings 26 \
    io_buffers 13 \
    cp-startpoint "pr_state[4]" \
    io_pins 15 \
    die_width_um 80 \
    critPathLaunchType "register" \
    antenna_found_initial 0 \
    synth_area_per_cell_um2 12.72 \
    cp_data_arrival_time_ns 1.24 \
    drtAntennaViolNets 0 \
    reg.largest.list "pr_state (7)" \
    antenna_cells 0 \
    rsz0062_at_grt "no" \
    die_area_um2 6400 \
    wl_per_cell_um 7.839 \
    ys.flops 7 \
    r2r_cells 2 \
    drive_gt1_share_pct 19.51 \
    fin_crit_sh_pct 88.74 \
    period_needed_ns 1.597 \
    busiest_layer "met2" \
    ys_chip_area_um2 305.3 \
    cp_cell_sequence "or3_1, dlygate4sd2_1" \
    lay_top_count "clkdlybuf4s50_1" \
    num_vias 236 \
    drv_slew 0 \
    slew_headroom_pct 82.58 \
    grt_usage_pct 2.400 \
    slowest_delay_ns 0.37 \
    r2r_start "pr_state[0]" \
    avgViaCountPerCell 2.713 \
    place.gp.congestion 0.7408 \
    timing.rr.end "pr_state[0]" \
    crit_path_max_fanout 2 \
    cts_hold_buf 0 \
    cp.required_ns 1.44 \
    insertion_delay_ns 0.25 \
    path_clk_slew_ns 0.05 \
    grtUsageMet1_pct 2.573 \
    largest_reg_flops 7 \
    logic_area_um2 113.9 \
    outcome "finished clean" \
]
==> timing repair <==
action	CTS	global route
buffers inserted	1	0
gates resized	1	0
setup endpoints to repair	1	0
==> worst max path at each step <==
stage / end / cells after the start
final: show_new_time / 2
after CTS: show_new_time / 2
after global routing: show_new_time / 2
==> synthesized netlist by cell type <==
master,count,area share [%]
dfstp_2,1,8.6
and2_1,1,2.1
nand4bb_1,1,3.7
a21o_2,1,2.9
buf_4,1,2.5
and3b_1,1,2.9
dfrtp_1,6,49
a211oi_2,1,4.1
or3_1,1,2.1
and4bb_2,1,4.1
nand2b_1,2,4.1
o311ai_1,1,2.9
o21a_1,2,4.9
nor2_1,1,1.2
inv_1,2,2.5
nor3b_1,1,2.5
==> logic make-up after synthesis <==
logic type	count (synthesis)	synth area share (%)
AOI/OAI and AO/OA	5	14.75
buffers and inverters	3	4.920
DFF	7	57.79
and+or+nand+nor	9	22.54
==> where the power goes <==
| part | internal [mW] | total (mW) | leakage, nW | switching (mW) |
|---|---|---|---|---|
| clock | 0.0843 | 0.138 | 0.0150 | 0.0539 |
| combinational | 0.0410 | 0.0581 | 0.101 | 0.0171 |
| sequential | 0.171 | 0.178 | 0.0915 | 0.00732 |
| total | 0.296 | 0.374 | 0.207 | 0.0784 |
==> stage by stage <==
step / cells / setup slack (ns) / power [mW] / util, % / hold slack [ns]
4_1_cts: 87 / 0.1785 / 0.3828 / 15.16 / 0.3435
2_1_floorplan: 24 / 0.7411 / 0.2002 / - / 0.1627
3_5_place_dp: 82 / 0.2439 / 0.2448 / 14.21 / 0.4767
5_1_grt: 87 / 0.1220 / 0.3998 / 15.16 / 0.3836
6_report: 87 / 0.2026 / 0.3744 / 15.16 / 0.3384
3_3_place_gp: 82 / 0.2434 / 0.2436 / 14.21 / 0.4654
==> cell type report <==
class	count	share of cell area, %
repair buffers	14	26.33
multi-input cells	14	21.98
well taps	46	11.11
clock buffers	4	5.072
inverters	2	1.449
flip-flops and latches	7	34.06
==> routing by layer <==
layer  wire, µm  vias up
met2        290       10
met4          7        0
met1        257      103
met5          0        -
li1           -      120
met3        126        3
Power figures rest on the tool's default switching activity, not on a simulated workload.
