`/design/flow/design.v`:
```
`timescale 1ns / 1ps
module counter_alarm(
input clk,reset,one_minute,load_new_c,
input [3:0] new_current_time_ms_hr,new_current_time_ms_min,new_current_time_ls_hr,new_current_time_ls_min,
output reg [3:0]current_time_ms_hr,current_time_ms_min,current_time_ls_hr,current_time_ls_min
);
always@(posedge clk or posedge reset)
begin
if(reset)
begin
current_time_ms_hr<=0;
current_time_ms_min<=0;
current_time_ls_hr<=0;
current_time_ls_min<=0;
end
else if(load_new_c)
begin
current_time_ms_hr<=new_current_time_ms_hr;
current_time_ms_min<=new_current_time_ms_min;
current_time_ls_hr<=new_current_time_ls_hr;
current_time_ls_min<=new_current_time_ls_min;
end
else if(one_minute)
begin
if(current_time_ms_hr==4'd2 && current_time_ls_hr==4'd3 && current_time_ms_min==4'd5 && current_time_ls_min==4'd9)
begin
current_time_ms_hr<=0;
current_time_ms_min<=0;
current_time_ls_hr<=0;
current_time_ls_min<=0;
end
else if(current_time_ls_hr==4'd9 && current_time_ms_min==4'd5 && current_time_ls_min==4'd9)
begin
current_time_ms_hr<=current_time_ms_hr+1;
current_time_ms_min<=0;
current_time_ls_hr<=0;
current_time_ls_min<=0;
end
else if(current_time_ms_min==4'd5 && current_time_ls_min==4'd9)
begin
current_time_ms_min<=0;
current_time_ls_hr<=current_time_ls_hr+1;
current_time_ls_min<=0;
end
else if(current_time_ls_min==4'd9)
begin
current_time_ms_min<=current_time_ms_min+1;
current_time_ls_min<=0;
end
else
current_time_ls_min<=current_time_ls_min+1;
end
end
endmodule
```
`/design/flow/run.sh`:
```
#!/bin/bash
# OpenROAD 26Q1-2900-gdf79404cd8, Yosys 0.63+post, stock flow scripts
make -C /OpenROAD-flow-scripts/flow DESIGN_CONFIG=/design/flow/config.mk WORK_HOME=/design/flow/orfs finish
```
`/design/flow/config.mk`:
```
export PLATFORM = sky130hd
export DESIGN_NAME = counter_alarm
export DESIGN_NICKNAME = counter_alarm
export VERILOG_FILES = /design/flow/design.v
export SDC_FILE = /design/flow/constraint.sdc
export NUM_CORES = 4
export LEC_CHECK = 1
export CORE_AREA = 10 10 86 86
export DIE_AREA = 0 0 96 96
```
`/design/flow/constraint.sdc`:
```
current_design counter_alarm

set clk_period 3.0
set clk_io_pct 0.2

create_clock -name clk0 -period $clk_period [get_ports {clk}]

set non_clock_inputs [all_inputs -no_clocks]
set_input_delay [expr $clk_period * $clk_io_pct] -clock clk0 $non_clock_inputs
set_output_delay [expr $clk_period * $clk_io_pct] -clock clk0 [all_outputs]
```
==> flow_summary_export.csv <==
group,metric,value,unit
status,status,"finished, final reports clean",
critical_path,worst_path_cell_chain,"clkdlybuf4s50_1 > and4b_4 > a21oi_2 > or2_1 > a211o_1",
die,fp_util,20.1,%
logic_synthesis,synth.cell_area,0.00111,mm²
sta,fin_crit,1.99,ns
logic_synthesis,async_flop_share,100,%
power_and_ir_drop,irDropWorstVdd,160,µV
drt,antenna_left,0,
clock_tree,clockBufferDepth,2,
global_routing,grt_max_degree,17,
sta,tightest_slew,0.627,ns
sta,worst_slew_margin_rel,58.2,%
placement,place_hpwl,2450,µm
placement,portBuffers,35,
clock_tree,cts_hold_repair.buffers,0,
sta,slew_violations,0,
global_routing,via_count_of_the_first_global_routing_pass,1059,
clock_tree,clk-insertion-delay-late,0.25,ns
power_and_ir_drop,switching_power_as_a_share_of_total_power,29.3,%
critical_path,cpLargestDelayFamily,"buffers and inverters",
logic_synthesis,chip_area_line_of_the_yosys_report,0.00111,mm²
die,std_cell_rows,27,
drt,num_vias,1026,
critical_path,crit_path_start_kind,"primary input",
clock_tree,tritoncts,"yes",
clock_tree,clock_sinks,16,
drt,router_iterations_before_antenna_repair,4,
drt,avgRoutedWirePerCell,13.2,µm
logic_synthesis,main_synth_ff_type,"dfrtp_1",
flow_run,maxCapViolations,0,
critical_path,timing.critical_path.from,"one_minute",
global_routing,grt_first_pass_wirelength,5310,µm
placement,finalWeightedCongestion,0.827,
power_and_ir_drop,power.sequential.fraction,45.1,%
clock_tree,clock-root-buffer,"clkbuf_8",
die,die_y,96,µm
hold_path,hold_path_class,"flip-flop to flip-flop",
global_routing,groute.layer.met3.usage,2.75,%
critical_path,end_point_of_the_critical_path,"current_time_ms_hr[3]$_DFFE_PP0P_",
placement,post_dp_cell_area,0.00153,mm²
critical_path,number_of_cells_on_the_critical_path,5,
sta,rsz0062_at_grt,"false",
critical_path,r2r_slack,1.16,ns
sta,finalSetupViolCount,0,
critical_path,critical_path_arrival,2.12,ns
critical_path,cp_max_fo,7,
power_and_ir_drop,power.density,411,mW/mm²
global_routing,global_route.usage.met1,10.2,%
layout,final_layout_size_suffix_gt1_share,6.88,%
logic_synthesis,syn_inst,126,
logic_synthesis,ys_cells,126,
global_routing,gr-usage-all-layers,7.15,%
logic_synthesis,largest_area_cell,"dfrtp_1",
logic_synthesis,netlist-cell-type-count,42,
logic_synthesis,yosys.stat.seqShare,36.0,%
die,core_region_area,0.00554,mm²
logic_synthesis,yosys_warnings,1,
critical_path,crit_reg_reg_endpoint,"current_time_ms_hr[3]$_DFFE_PP0P_",
sta,max_clock_freq,502,MHz
sta,setup_tns,0,ns
critical_path,cpPeakStageDelay,0.58,ns
sta,finalHoldViolCount,0,
drt,diodes,0,
drt,initialDrtViolationCount,37,
critical_path,critical_path.slowest_cell,"clkdlybuf4s50_1",
logic_synthesis,yosysTopAreaCellShare,36.0,%
global_routing,globalRoute.busiestLayer,"met2",
sta,layout_worst_path_cycle_share,66.4,%
layout,finalInstanceArea,0.00158,mm²
logic_synthesis,syn-mean-instance-area,8.82,µm²
critical_path,worst-r2r-cell-count,6,
sta,fin_worst_skew,0.00267,ns
power_and_ir_drop,combPwrFrac,30.2,%
power_and_ir_drop,leakagePower,0.648,nW
die,die_width,96,µm
critical_path,r2r_start,"current_time_ms_min[1]$_DFFE_PP0P_",
logic_synthesis,synth.top_cells.by_area,"dfrtp_1, ha_1, nand2_1",
logic_synthesis,postSynthRegisterBits,16,
logic_synthesis,number_of_flops_mapped_to_enable_cells_by_yosys,0,
die,total_die_size,0.00922,mm²
global_routing,groute.layer.met2.usage,10.6,%
die,io_pins,36,
clock_tree,cts_made_buffers,3,
global_routing,antenna_found_initial,0,
clock_tree,clk_transition_reported_paths,0.06,ns
layout,area_delta_synth_final,41.8,%
critical_path,required_time_of_the_critical_path,3.13,ns
power_and_ir_drop,p_clk_share,24.7,%
power_and_ir_drop,p_int,0.000458,W
clock_tree,post_cts_resized,0,
logic_synthesis,synth.top_cells.by_count,"dfrtp_1, nand2_1, o21ai_1, ha_1, inv_1",
critical_path,criticalPathCategory,"primary input to flip-flop",
critical_path,worstSetupEndpointType,"flip-flop",
clock_tree,postCtsSetupRepairBufs,0,
clock_tree,htree_levels,1,
drt,via_per_inst,4.42,
critical_path,number_of_buffers_and_inverters_on_the_critical_path,1,
drt,drc_errors,0,
global_routing,globalRoute.totalOverflow,0,
drt,routed_wl,3070,µm
power_and_ir_drop,p_switching,0.000190,W
flow_run,number_of_warnings_in_the_stage_logs,29,
## kinds of logic after synthesis
family	Yosys count	synth area share [%]
muxes	3	3.04
AOI/OAI and AO/OA	38	23.3
adders and majority gates	8	9.01
and+or+nand+nor	47	23.3
DFF	16	36.0
buffers and inverters	14	5.29
## worst min-delay path by stage
stage	from	end	cells past startpoint
CTS	current_time_ms_hr[1]$_DFFE_PP0P_	current_time_ms_hr[1]$_DFFE_PP0P_	1
global route	current_time_ls_hr[2]$_DFFE_PP0P_	current_time_ls_hr[2]$_DFFE_PP0P_	1
finish	current_time_ms_hr[3]$_DFFE_PP0P_	current_time_ms_hr[3]$_DFFE_PP0P_	1
## cell usage in the layout (no fill, tap or decap), types with 2 or more instances in the layout
cell type / instances
nand2_1: 16
a21oi_2: 2
clkdlybuf4s50_1: 35
o311ai_1: 2
and3b_1: 3
ha_1: 8
a21oi_1: 7
o2111ai_1: 2
nand3_1: 6
mux2_1: 2
clkbuf_8: 3
nor3_1: 5
dfrtp_1: 16
o211ai_1: 2
a22oi_1: 3
o21ai_1: 10
nor2_1: 6
inv_1: 8
## metal layers
layer | wire (µm) | up-vias | part of all wire (%)
li1 | - | 535 | -
met2 | 1310 | 31 | 42
met4 | 12 | 0 | 0.39
met5 | 0 | - | 0
met1 | 1450 | 458 | 47
met3 | 302 | 2 | 9.8
## state kept, by name, summed over array words and instances, names as in the netlist
register             cells
current_time_ms_min      4
current_time_ls_hr       4
current_time_ms_hr       4
current_time_ls_min      4
## final cells by class
| class | instances | area (µm²) |
|---|---|---|
| clock buffer | 3 | 41.3 |
| sequential | 16 | 400 |
| fill | 608 | 3970 |
| tap | 72 | 90.1 |
| multi-input combinational | 96 | 652 |
| timing repair buffer | 36 | 358 |
| inverter | 9 | 33.8 |
## per-stage QoR
step                setup WS, ns  utilization [%]  cells  power (W)  hold slack, ns
global route               0.911             28.4    232   0.000707           0.633
finish                      1.01             28.4    232   0.000647           0.579
detailed placement         0.739             27.7    229   0.000493           0.570
floorplan                   1.36                -    126   0.000377           0.498
CTS                        0.998             28.4    232   0.000661           0.589
global placement           0.758             27.7    229   0.000496           0.572
## power by group through the flow
stage,sequential (W),combinational [W],clock [W]
after CTS,0.000292,0.000200,0.000169
after global routing,0.000300,0.000225,0.000182
final,0.000292,0.000195,0.000160
Power figures rest on the tool's default switching activity, not on a simulated workload.
